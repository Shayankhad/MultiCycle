[flow/design.v]
module AluController (
    input  wire [2:0] aluOp,
    input  wire [8:0] func,
    output reg  [2:0] aluOpc,
    output reg        noOp,
    output reg        moveTo
);
    always @(*) begin
        aluOpc = 3'b000; 
        noOp   = 1'b0;
        moveTo = 1'b0;
        if (aluOp != 3'b111) begin
            aluOpc = aluOp;
        end
        else begin
            case (func)
                9'b000000001: begin
                    aluOpc = 3'b101;  
                    moveTo = 1'b1;
                end
                9'b000000010: begin
                    aluOpc = 3'b110;  
                end
                9'b000000100: begin
                    aluOpc = 3'b000;  
                end
                9'b000001000: begin
                    aluOpc = 3'b001;  
                end
                9'b000010000: begin
                    aluOpc = 3'b010;  
                end
                9'b000100000: begin
                    aluOpc = 3'b011; 
                end
                9'b001000000: begin
                    aluOpc = 3'b100;  
                end
                9'b010000000: begin
                    aluOpc = 3'b101; 
                    noOp   = 1'b1;
                end
                default: begin
                    aluOpc = 3'b000;
                    noOp   = 1'b0;
                    moveTo = 1'b0;
                end
            endcase
        end
    end
endmodule
module CpuController (
    input  wire clk,
    input  wire rst,
    input  wire [3:0] opcode,
    input  wire [8:0] func,
    input  wire Zero,
    output reg AdrSrc,
    output reg MemWrite,
    output reg IRWrite,
    output reg RegWrite,
    output reg  [1:0] ALUSrcA,
    output reg  [1:0] ALUSrcB,
    output reg  [1:0] ImmSrc,
    output wire [2:0] ALUControl,
    output reg ResultSrc,
    output reg A3Src,
    output reg  [1:0] PCSrc,
    output reg PCWrite,
    output reg Branch,
    output reg OldPCWrite,
    output reg MDRWrite,
    output reg AWrite,
    output reg BWrite,
    output wire noOp,
    output wire moveTo
);
    localparam [3:0]
        ST_IF        = 4'd0,
        ST_ID        = 4'd1,
        ST_BRANCH    = 4'd2,
        ST_C_ALU     = 4'd3,
        ST_C_WB      = 4'd4,
        ST_JUMP      = 4'd5,
        ST_STORE_EX  = 4'd6,
        ST_STORE_MEM = 4'd7,
        ST_LOAD_EX   = 4'd8,
        ST_LOAD_MEM  = 4'd9,
        ST_LOAD_WB   = 4'd10,
        ST_IMM_EX    = 4'd11,
        ST_IMM_WB    = 4'd12;
    reg [3:0] ps, ns;
    reg [2:0] aluOp;
    AluController U_ALUCTRL (
        .aluOp(aluOp),
        .func(func),
        .aluOpc(ALUControl),
        .noOp(noOp),
        .moveTo(moveTo)
    );
    always @(posedge clk or posedge rst) begin
        if (rst) ps <= ST_IF;
        else     ps <= ns;
    end
    always @(*) begin
        ns = ST_IF;
        case (ps)
            ST_IF: ns = ST_ID;
            ST_ID: begin
                case (opcode)
                    4'b0100: ns = ST_BRANCH;
                    4'b1000: ns = ST_C_ALU;
                    4'b0010: ns = ST_JUMP;
                    4'b0001: ns = ST_STORE_EX; 
                    4'b0000: ns = ST_LOAD_EX;   
                    4'b1100,
                    4'b1101,
                    4'b1110,
                    4'b1111: ns = ST_IMM_EX;
                    default: ns = ST_IF;
                endcase
            end
            ST_BRANCH:    ns = ST_IF;
            ST_C_ALU:     ns = ST_C_WB;
            ST_C_WB:      ns = ST_IF;
            ST_JUMP:      ns = ST_IF;
            ST_STORE_EX:  ns = ST_STORE_MEM;
            ST_STORE_MEM: ns = ST_IF;
            ST_LOAD_EX:   ns = ST_LOAD_MEM;
            ST_LOAD_MEM:  ns = ST_LOAD_WB;
            ST_LOAD_WB:   ns = ST_IF;
            ST_IMM_EX:    ns = ST_IMM_WB;
            ST_IMM_WB:    ns = ST_IF;
            default:      ns = ST_IF;
        endcase
    end
    always @(*) begin
        AdrSrc     = 1'b0;
        MemWrite   = 1'b0;
        IRWrite    = 1'b0;
        RegWrite   = 1'b0;
        ALUSrcA    = 2'b00;
        ALUSrcB    = 2'b00;
        ImmSrc     = 2'b00;
        aluOp      = 3'b000;
        ResultSrc  = 1'b0;
        A3Src      = 1'b0;
        PCSrc      = 2'b00;
        PCWrite    = 1'b0;
        Branch     = 1'b0;
        OldPCWrite = 1'b0;
        MDRWrite   = 1'b0;
        AWrite     = 1'b0;
        BWrite     = 1'b0;
        case (ps)
            ST_IF: begin
                AdrSrc   = 1'b0;  
                IRWrite  = 1'b1;
                ALUSrcA  = 2'b00; 
                ALUSrcB  = 2'b01; 
                aluOp    = 3'b000; 
                PCSrc    = 2'b00;
                PCWrite  = 1'b1;
                OldPCWrite = 1'b1;
            end
            ST_ID: begin
                AWrite = 1'b1;
                BWrite = 1'b1;
            end
            ST_BRANCH: begin
                ALUSrcA = 2'b10;  
                ALUSrcB = 2'b00;   
                aluOp   = 3'b001;  
                PCSrc   = 2'b10;  
                Branch  = 1'b1;
            end
            ST_JUMP: begin
                PCSrc   = 2'b01;
                PCWrite = 1'b1;
            end
            ST_STORE_EX: begin
                ImmSrc  = 2'b00;
                ALUSrcB = 2'b10;   
                aluOp   = 3'b110; 
            end
            ST_STORE_MEM: begin
                AdrSrc   = 1'b1;  
                MemWrite = 1'b1;   
            end
            ST_LOAD_EX: begin
                ImmSrc  = 2'b00;
                ALUSrcB = 2'b10;
                aluOp   = 3'b110; 
            end
            ST_LOAD_MEM: begin
                AdrSrc   = 1'b1;
                MDRWrite = 1'b1;
            end
            ST_LOAD_WB: begin
                ResultSrc = 1'b1; 
                A3Src     = 1'b0;  
                RegWrite  = 1'b1;
            end
            ST_C_ALU: begin
                ALUSrcA = 2'b10;  
                ALUSrcB = 2'b00;   
                aluOp   = 3'b111;  
            end
            ST_C_WB: begin
                aluOp     = 3'b111;
                ResultSrc = 1'b0;
                A3Src     = moveTo ? 1'b1 : 1'b0;
                RegWrite  = noOp   ? 1'b0 : 1'b1;
            end
            ST_IMM_EX: begin
                ImmSrc  = 2'b00;
                ALUSrcA = 2'b10;
                ALUSrcB = 2'b10;
                case (opcode)
                    4'b1100: aluOp = 3'b000;
                    4'b1101: aluOp = 3'b001; 
                    4'b1110: aluOp = 3'b010; 
                    4'b1111: aluOp = 3'b011; 
                    default: aluOp = 3'b000;
                endcase
            end
            ST_IMM_WB: begin
                ResultSrc = 1'b0;
                A3Src     = 1'b0;
                RegWrite  = 1'b1;
            end
        endcase
    end
endmodule
[flow/run.sh]
#!/bin/bash
# OpenROAD 26Q1-2900-gdf79404cd8, Yosys 0.63+post, stock flow scripts
make -C /OpenROAD-flow-scripts/flow DESIGN_CONFIG=/design/flow/config.mk WORK_HOME=/design/flow/orfs finish
[flow/config.mk]
export PLATFORM = sky130hd
export DESIGN_NAME = CpuController
export DESIGN_NICKNAME = CpuController
export VERILOG_FILES = /design/flow/design.v
export SDC_FILE = /design/flow/constraint.sdc
export NUM_CORES = 4
export LEC_CHECK = 1
export CORE_AREA = 10 10 76 76
export DIE_AREA = 0 0 86 86
[flow/constraint.sdc]
current_design CpuController

set clk_period 4.2
set clk_io_pct 0.2

create_clock -name clk0 -period $clk_period [get_ports {clk}]

set non_clock_inputs [all_inputs -no_clocks]
set_input_delay [expr $clk_period * $clk_io_pct] -clock clk0 $non_clock_inputs
set_output_delay [expr $clk_period * $clk_io_pct] -clock clk0 [all_outputs]
==> results.toml <==
# generated from flow reports
[status]
status = "finished clean"

[synth]
synthArstFlopShare_pct = 100.0
yosysWarnings = 2
ys_cells = 108
synth-main-ff-cell = "dfrtp_1"
synth_area_sq_um = 774.5
ys_seq_elements = 4
synth.avg_cell_area_sq_um = 7.171
ys_types = 41
ys_seq_share_pct = 12.92
edf_count = 0
synth_cells = 108
ys_area_sq_um = 774.5

[timing]
hold_viol_final = 0
setup_viol = 0
period_minus_slack_ns = 3.557
hold_ws_ns = 0.7389
fin_crit_sh_pct = 84.70
tightestPinTransition_ns = 0.5379
skew_ns = 0.001053
fin_setup_tns_ns = 0
slew_viol_final = 0
rsz0062_at_grt = "no"
max_freq_mhz = 281.1
slew_headroom_pct = 64.14

[routing]
vias = 831
drt-initial-drc-count = 70
drc_errors = 0
routedWlPerCell_um = 12.72
dr.pass1.iters = 4
vias_per_cell = 4.468
drt_wl_total_mm = 2.365
antennaDiodeCount = 0
detail-route-antenna-nets = 0

[setup_path]
worstSetupPathType = "in2out"
crit_arrival_ns = 2.72
path_max_fanout = 6
cp-start-kind = "input port"
crit_path_end_kind = "primary output"
critPathLaunch = "func[7]"
reg2regPathDepth = 2
timing.rr.start = "ps[0]"
crit_required_ns = 3.36

[cts]
clock_latency_ns = 0.22
cts_sinks = 4
cts_tree = "built"
numCtsBuffers = 3
clk_pin_slew_ns = 0.03
cts_root_buf = "clkbuf_8"
h-tree-depth = 1
clk_path_buf_depth = 2
cts_hold_buffers = 0
post_cts_buffers = 0
cts_resized = 0

[global_route]
grt_pass1_vias = 820
antenna_found_initial = 0
grt_overflow = 0
grt_pass1_wl_mm = 3.864
grt_start_max_net_pins = 20
groute.usage.overall_pct = 6.147

[layout]
n_fill_cell = 447
top_regs = "ps x4"
drive_gt1_share_pct = 5.882
regMostFlops = "ps"
largest_reg_flops = 4
syn2layout_area_growth_pct = 50.08

[power_and_ir_drop]
cellPowerDensity_mw_per_mm2 = 491.4
intPower_mw = 0.3554
pwr-share-clk_pct = 13.9
pwr-share-comb_pct = 63.6
leakagePower_nw = 0.4454
p_sw_share_pct = 37.78
p_switching_mw = 0.2158
ir_drop_v = 0.0002171
p_seq_share_pct = 22.5

[min_path]
hold_path_startpoint = "ps[3]"
hold-path-cell-count = 1
hold_class = "reg2reg"

[place]
routabilityCongestion = 0.7734
portBuffers = 36
hpwl_mm = 1.973

[die]
fp.dieArea_sq_mm = 0.007396
rows = 23
die_h_um = 86
die_w_um = 86
fp_util_pct = 18.82
core_area_sq_mm = 0.004115
io_pins = 41

[flow_run]
cap_violations = 0
warning_count = 29
[cells in the final DEF, fill, tap and decap left out, types with 2 or more instances in the layout]
cell	synthesis	routed
clkdlybuf4s50_1	0	36
nor2_1	15	15
inv_1	5	5
nand2b_1	5	5
a21oi_1	5	5
o21ai_0	5	5
nor3_1	4	4
nor4_1	4	4
nor2b_1	4	4
ha_1	4	4
dfrtp_1	4	4
nand2_1	3	3
nand3b_1	3	3
a21o_1	3	3
xor2_1	3	3
conb_1	1	3
clkbuf_8	0	3
o32ai_1	2	2
nor3b_1	2	2
a22oi_1	2	2
nor4b_1	2	2
nand3_1	2	2
[cells in the mapped netlist (all sizes together) (3+ instances only)]
| cell | instances | area [sq um] |
|---|---|---|
| nand3b | 3 | 22.52 |
| buf | 11 | 76.32 |
| nand2b | 5 | 31.28 |
| dfrtp | 4 | 100.1 |
| nor4 | 4 | 25.02 |
| ha | 4 | 50.05 |
| nor2b | 4 | 25.02 |
| xor2 | 3 | 26.28 |
| nor2 | 15 | 56.30 |
| nand2 | 3 | 11.26 |
| nor3 | 4 | 20.02 |
| inv | 5 | 18.77 |
| o21ai | 5 | 25.02 |
| a21oi | 5 | 25.02 |
| a21o | 3 | 22.52 |
[cells by family (layout without fill, tap and decap cells)]
logic type | after synthesis | after routing | share of synthesized area, %
compound gates | 26 | 26 | 23.91
xor+xnor | 4 | 4 | 4.524
fa+ha+maj | 4 | 4 | 6.462
buf+inv | 18 | 44 | 13.25
flops | 4 | 4 | 12.92
mux | 2 | 2 | 2.746
other cells | 1 | 3 | 0.4842
simple gates | 49 | 49 | 35.70
[worst max-delay path: stages]
cell and delay (ns):
clkdlybuf4s50_1 0.52, nor4b_1 0.41, nand3_1 0.18, nor4_1 0.24, clkdlybuf4s50_1 0.53
[per-stage QoR]
| stage | cells | setup slack [ns] | total power [mW] | cell area (sq um) | utilization, % |
|---|---|---|---|---|---|
| 2_1_floorplan | 110 | 1.750 | 0.3096 | 782.0 | - |
| 3_3_place_gp | 183 | 0.5828 | 0.4982 | 1121 | 27.24 |
| 3_5_place_dp | 183 | 0.5888 | 0.4981 | 1121 | 27.24 |
| 4_1_cts | 186 | 0.5880 | 0.5829 | 1162 | 28.25 |
| 5_1_grt | 186 | 0.4794 | 0.6329 | 1162 | 28.25 |
| 6_report | 186 | 0.6425 | 0.5712 | 1162 | 28.25 |
[power by group through the flow]
stage     clock (mW)  combinational, mW  sequential [mW]
4_1_cts       0.0820              0.374            0.127
6_report      0.0795              0.363            0.128
5_1_grt       0.0857              0.410            0.137
[final timing paths]
path                         end  slack [ns]
setup / recovery           A3Src        0.64
hold / removal             ps[0]        0.74
setup reg to reg           ps[1]        2.85
hold reg to reg            ps[0]        0.74
max in group asynchronous  ps[0]        3.25
min in group asynchronous  ps[2]        0.80
[per-layer routing]
layer	vias to the layer above	global-route usage (%)	share of wire [%]
met2	24	10.55	48
met1	366	7.462	44
met4	0	0.7485	0.89
li1	439	-	-
met5	-	0	0
met3	2	2.002	7.0
[layout make-up]
class / instances / area [sq um] / area share (%)
well taps: 50 / 62.56 / 5.382
repair buffers: 36 / 360.3 / 31.00
clock buffers: 3 / 41.29 / 3.552
flip-flops and latches: 4 / 100.1 / 8.611
multi-input cells: 88 / 579.3 / 49.84
inverters: 5 / 18.77 / 1.615
Power figures rest on the tool's default switching activity, not on a simulated workload.
