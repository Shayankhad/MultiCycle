`design/flow/config.mk`:
```
export PLATFORM = sky130hd
export DESIGN_NAME = RegisterFile
export DESIGN_NICKNAME = RegisterFile
export VERILOG_FILES = /design/flow/design.v
export SDC_FILE = /design/flow/constraint.sdc
export NUM_CORES = 4
export LEC_CHECK = 1
export CORE_UTILIZATION = 50
```
`design/flow/constraint.sdc`:
```
current_design RegisterFile

set clk_period 3.3
set clk_io_pct 0.2

create_clock -name clk0 -period $clk_period [get_ports {clk}]

set non_clock_inputs [all_inputs -no_clocks]
set_input_delay [expr $clk_period * $clk_io_pct] -clock clk0 $non_clock_inputs
set_output_delay [expr $clk_period * $clk_io_pct] -clock clk0 [all_outputs]
```
`design/flow/design.v`:
```
module RegisterFile (
    input clk,
    input RegWrite,
    input  [2:0]  A1, A2, A3,
    input  [15:0] WD3,
    output [15:0] RD1, RD2
);
    reg [15:0] rf [7:0];
    integer i;
    initial begin
        for (i = 0; i < 8; i = i + 1)
            rf[i] = 16'h0000;
    end
    always @(posedge clk) begin
        if (RegWrite)
            rf[A3] <= WD3;
    end
    assign RD1 = rf[A1];
    assign RD2 = rf[A2];
endmodule
```
`design/flow/run.sh`:
```
#!/bin/bash
# OpenROAD 26Q1-2900-gdf79404cd8, Yosys 0.63+post, stock flow scripts
make -C /OpenROAD-flow-scripts/flow DESIGN_CONFIG=/design/flow/config.mk WORK_HOME=/design/flow/orfs finish
```
==> summary.txt <==
Summary of implementation figures.

Placement
According to the dpl log, the detail-placed design has an HPWL of 6.36 mm. The routability-driven placement congestion ratio is 0.741. Per the placement log, port buffering inserted 58 buffers.

Yosys
By area the synthesized netlist is led by edfxtp_1, mux4_1, mux2_2. The synthesized design contains 128 register bits. Counting every instance in the synthesized netlist gives 255.

Per the synth stats, the flop cell with the highest instance count is edfxtp_1. After synthesis the cells add up to 6040 µm². The synth_stat.txt file lists the number of cells as 255. The largest family of logic cells by area is multiplexers. Summing the areas of all compound-gate instances in the mapped netlist gives 0% of the synthesized area. In the synthesized netlist, mux cells make up 33.3% of the area.

The Yosys warning count is 1. The synthesis stats list as the most numerous cell edfxtp_1. Per the synthesis report, the adder-cell share of the synthesized area is 0%.

The post-synth count of flops with an enable pin is 128. The mean instance size in the synthesized netlist is 23.7 µm². The async set-or-reset flop fraction in the synthesized netlist is 0%. By count the netlist is led by edfxtp_1, mux4_1, mux2_2. In this run the biggest area consumer among cell types represents 63.6% of the synthesized area. Summing the areas of all and, or, nand and nor instances in the mapped netlist gives 0.973% of the synthesized area. After synthesis, the chip area reported by Yosys is 6040 µm².

The portion of the post-synthesis area used by sequential elements is 63.6%. For reference, XOR and XNOR gates occupy 0% of the area reported after synthesis. The number of different library cells in the post-synthesis netlist is 12.

Per the synthesis report, the dominant area consumer among library cells is edfxtp_1.

Clock tree
Looking at the clock tree report, the root buffer type is clkbuf_16. The hold-fix buffer count after cts is 0. The level count of the clock H-tree is 4.

The CTS tree is done. For this design, the sink count on the clock tree is 128. The CTS clock-pin slew for the worst setup and hold paths is 0.05 ns. The count of buffers added by post-CTS timing repair for setup is 0.

Looking at the clock tree report, the maximum root-to-sink buffer count equals 2. The number of resized instances in the post-cts repair step is 0. In this run, CTS created clock tree buffers numbering 17.

Floorplanning
The total area inside the core boundary comes to 11600 µm². The die outline area is 12500 µm². The overall die width is 112 µm. The vertical die dimension is 112 µm. The starting density of the core is 52.0%. The number of rows in the core area is 39.

The floorplan report gives the top-level pin count as 59.

Pwr
For this design the static power due to leakage is 2.58 nW. The switching power is 0.000776 W. The sequential group share of total power is 45.4%.

Combinational logic is responsible for 9.0% of the overall power. The worst ir drop on vdd is 283 µV. The script computed the net switching share of total power as 18.9%. Dividing total power by cell area gives a power density of 550 nW/µm². The cell-internal power is 0.00333 W. Of the total power, the clock network draws 45.6%.

STA
The post-route worst hold slack is 0.977 ns. Setup repair after global routing left no endpoint under its margin. Looking at the max-slew report, the worst-margin pin has a slew of 0.343 ns. The worst pin sits at a relative slew slack of 77.1%. The final hold violation count is 0. The number of max-slew violations in the final report is 0. The shortest clock period the worst path allows after layout is 3.10 ns.

The share of the clock period used by the worst path is 93.9%. Based on the critical path, the design can be clocked at up to 0.323 GHz. The number of endpoints failing setup at the final stage is 0.

The setup TNS after final layout is 0 ns.

Finish
Per the final layout report, the fraction of cells sized above drive strength 1 comes to 25.4%. The register containing the most flip-flops in the final layout is rf. The layout-stage area growth over the synthesis result is 23.6%. The largest registers in the layout are rf: 128 flops. The register with the most flip-flops in the layout has 128 of them.

The fill cell instance count of the final layout is 793.

Critical path
The worst setup path is launched from an input port. The peak fanout along the critical path is 32. The endpoint class of the critical path is an output port. The required time reported for the critical path endpoint is 2.64 ns.

The category of the critical setup timing path is in2out. The data arrival time of the critical path is 2.44 ns.

Global route
The total routing usage reported by global routing is 21.9%. The global-route wire length before repair is 17.5 mm. The number of antenna violations at the first check in global routing was 0. After global routing the overflow that remains totals 0. The via count of the first global-routing pass was 3149. The maximum number of pins on one net before global-route repair is 33.

Drt
For this run, the detailed router's first-pass iteration total came to 15. The total wire length after detailed routing is 11.6 mm. The repair_antennas step left the layout with diodes totalling 0. After detailed routing, the number of vias per cell comes to 6.09. The mean routed wirelength per cell is 23.9 µm. After the first detailed-routing iteration, the DRC count stood at 97. The count of nets left with antenna violations once routing finished came out at 0. The number of vias after detailed routing is 2952.

The remaining design rule violation count is 0.

Run status
The flow ran to the end, and the final reports show no timing, DRC or antenna violations.

Run
The number of max-cap violations is 0. The tool warning count is 26.

Hold path
The class of the worst hold path is in2reg.
layout by cell type (no fill, tap or decap), types with 3 or more instances in the layout:
| cell | n |
|---|---|
| bufinv_16 | 4 |
| mux4_2 | 8 |
| clkbuf_16 | 17 |
| mux4_1 | 56 |
| buf_4 | 10 |
| edfxtp_1 | 128 |
| buf_12 | 6 |
| nand2b_1 | 3 |
| clkinv_2 | 3 |
| clkdlybuf4s50_1 | 56 |
| clkinv_1 | 3 |
| nor2_1 | 6 |
| mux2_2 | 32 |
power groups by stage:
stage / combinational (W) / sequential, W / clock [W]
final: 0.000369 / 0.00186 / 0.00187
after CTS: 0.000377 / 0.00186 / 0.00190
after global routing: 0.000398 / 0.00187 / 0.00198
kinds of logic after synthesis:
kind of cell,count (synthesis)
buffers and inverters,18
and+or+nand+nor,13
muxes,96
DFF,128
path summary, 6_finish.rpt:
check / depth (start not counted) / startpoint / endpoint / slack [ns]
setup / recovery: 5 / A2[2] / RD2[7] / 0.20
hold / removal: 1 / WD3[14] / rf[0][14]$_DFFE_PP_ / 0.98
worst max-delay path, stage by stage:
cell	delay, ns
clkdlybuf4s50_1	0.51
buf_12	0.22
mux4_1	0.31
mux2_2	0.29
clkdlybuf4s50_1	0.42
per-layer routing:
layer | track usage, % | vias to the layer above | wire [µm]
met4 | 2.13 | 0 | 115
met3 | 10.9 | 11 | 1050
met2 | 34.5 | 126 | 6030
met1 | 32.7 | 1482 | 4380
li1 | - | 1333 | -
met5 | 0 | - | 0
area by class of cell:
class / instances / area (µm²) / share of cell area [%]
clock buffers: 18 / 429 / 5.75
clock inverters: 13 / 170 / 2.28
multi-input cells: 109 / 2080 / 27.9
flip-flops and latches: 128 / 3840 / 51.5
repair buffers: 74 / 766 / 10.3
well taps: 143 / 179 / 2.40
metrics by stage:
stage / area, µm² / util [%] / setup slack (ns) / std cells / power (W)
6_report: 7470 / 64.3 / 0.203 / 485 / 0.00410
5_1_grt: 7470 / 64.3 / 0.122 / 485 / 0.00424
4_1_cts: 7470 / 64.3 / 0.183 / 485 / 0.00414
3_5_place_dp: 6870 / 59.1 / 0.187 / 454 / 0.00227
3_3_place_gp: 6870 / 59.1 / 0.180 / 454 / 0.00227
2_1_floorplan: 6040 / - / 0.917 / 255 / 0.00208
Power is estimated from default activity; no workload was simulated.
