===== flow/config.mk =====
export PLATFORM = sky130hd
export DESIGN_NAME = ALU
export DESIGN_NICKNAME = ALU
export VERILOG_FILES = /design/flow/design.v
export SDC_FILE = /design/flow/constraint.sdc
export NUM_CORES = 4
export LEC_CHECK = 1
export CORE_AREA = 10 10 95 95
export DIE_AREA = 0 0 105 105

===== flow/constraint.sdc =====
current_design ALU

set clk_period 11.7
set clk_io_pct 0.2

create_clock -name clk0 -period $clk_period

set non_clock_inputs [all_inputs -no_clocks]
set_input_delay [expr $clk_period * $clk_io_pct] -clock clk0 $non_clock_inputs
set_output_delay [expr $clk_period * $clk_io_pct] -clock clk0 [all_outputs]

===== flow/design.v =====
module ALU (
    input [15:0] In1, In2,    
    input [2:0]  ALUControl, 
    output reg [15:0] ALUResult,
    output Zero 
);
    always @(*) begin
        case (ALUControl)
            3'b000: ALUResult = In1 + In2;    
            3'b001: ALUResult = In1 - In2;    
            3'b010: ALUResult = In1 & In2;   
            3'b011: ALUResult = In1 | In2;    
            3'b100: ALUResult = ~In1;         
            3'b101: ALUResult = In1;          
            3'b110: ALUResult = In2;          
            default: ALUResult = 16'b0;
        endcase
    end
    assign Zero = (ALUResult == 16'b0); 
endmodule

===== flow/run.sh =====
#!/bin/bash
# OpenROAD 26Q1-2900-gdf79404cd8, Yosys 0.63+post, stock flow scripts
make -C /OpenROAD-flow-scripts/flow DESIGN_CONFIG=/design/flow/config.mk WORK_HOME=/design/flow/orfs finish

==> flow_results.xml <==
<?xml version="1.0" encoding="UTF-8"?>
<metrics>
  <group name="synthesis">
    <metric name="area_of_the_synthesized_netlist_per_yosys_stat" unit="µm²">2020</metric>
    <metric name="yosys.area.top_type_share" unit="%">11.2</metric>
    <metric name="post_synth_top_area_cell" unit="">ha_1</metric>
    <metric name="post_synthesis_cell_area" unit="µm²">2020</metric>
    <metric name="post_synth.cell_area_avg" unit="µm²">6.75</metric>
    <metric name="synth.yosys.num_cells" unit="">299</metric>
    <metric name="cells_after_synthesis" unit="">299</metric>
    <metric name="synth.yosys.seq_area_share" unit="%">0</metric>
    <metric name="ys_top_cells_by_area" unit="">ha_1 (11%), a21oi_1 (8.7%), xnor2_1 (7.4%)</metric>
    <metric name="synth-warning-count" unit="">1</metric>
    <metric name="synth_cell_types" unit="">61</metric>
  </group>
  <group name="sta">
    <metric name="hold_slack" unit="ps">5740</metric>
    <metric name="fin_tns_setup" unit="ps">0</metric>
    <metric name="max_clock_freq" unit="MHz">113</metric>
    <metric name="timing_max_transition_violations_final" unit="">0</metric>
    <metric name="min_period_over_period" unit="%">75.8</metric>
    <metric name="setup_viol" unit="">0</metric>
    <metric name="setup_repair_after_global_routing_missed_its_margin" unit="">no</metric>
    <metric name="max_slew.worst_pin.slew" unit="ps">681</metric>
    <metric name="finalHoldViolCount" unit="">0</metric>
    <metric name="worst_slew_margin_rel" unit="%">54.4</metric>
    <metric name="finalCriticalPeriod" unit="ps">8870</metric>
  </group>
  <group name="pwr">
    <metric name="cellLeakagePower" unit="nW">0.981</metric>
    <metric name="power_density_normalized_to_cell_area" unit="nW/µm²">53.6</metric>
    <metric name="worst_vdd_ir" unit="mV">0.0187</metric>
  </group>
  <group name="hold_path">
    <metric name="hold_class" unit="">input port to output port</metric>
  </group>
  <group name="cts">
    <metric name="cts_setup_buffers" unit="">0</metric>
    <metric name="cts-resized-gates" unit="">0</metric>
    <metric name="postCtsHoldBufs" unit="">0</metric>
  </group>
  <group name="floorplanning">
    <metric name="die-width" unit="µm">105</metric>
    <metric name="design.die.area" unit="µm²">11000</metric>
    <metric name="fp-utilization" unit="%">29.2</metric>
    <metric name="die_y" unit="µm">105</metric>
    <metric name="floorplan.core_area" unit="µm²">6910</metric>
    <metric name="rows" unit="">30</metric>
    <metric name="top_level_ports" unit="">52</metric>
  </group>
  <group name="placement">
    <metric name="post-dp-hpwl" unit="mm">5.57</metric>
    <metric name="portbufs" unit="">52</metric>
    <metric name="gp_congestion" unit="">0.928</metric>
  </group>
  <group name="global_routing">
    <metric name="grt_usage" unit="%">12.3</metric>
    <metric name="overflow" unit="">0</metric>
    <metric name="grt_antenna_before_repair" unit="">0</metric>
    <metric name="first_global_vias" unit="">2275</metric>
    <metric name="pin_count_of_the_biggest_net_entering_global_routing" unit="">42</metric>
    <metric name="grt_pass1_wl" unit="mm">11.6</metric>
  </group>
  <group name="worst_setup_path">
    <metric name="timing_worst_setup_path_type" unit="">input port to output port</metric>
    <metric name="crit_slowest_cell" unit="">clkdlybuf4s50_1</metric>
    <metric name="cp.required" unit="ps">9360</metric>
    <metric name="worstPathArrival" unit="ps">6530</metric>
    <metric name="crit_fanout" unit="">26</metric>
    <metric name="critPathLaunchType" unit="">input port</metric>
    <metric name="slowest_delay" unit="ps">490</metric>
    <metric name="timing.critical_path.cells" unit="">clkdlybuf4s50_1, buf_4, nor2_1, nand2_1, a21o_1, fa_1, nand2b_1, a311oi_2, a211oi_1, or3_1, or3_1, nor4_2, nand3b_1, nor4b_2, clkdlybuf4s50_1</metric>
    <metric name="critPathCaptureType" unit="">output port</metric>
  </group>
  <group name="cells_and_area">
    <metric name="numSequentialCells" unit="">0</metric>
    <metric name="areaGrowthSynthToFinish" unit="%">29.1</metric>
    <metric name="n_fill_cell" unit="">719</metric>
    <metric name="layout-drive-gt1-share" unit="%">4.12</metric>
    <metric name="register_area" unit="µm²">0</metric>
    <metric name="logic_area" unit="µm²">1890</metric>
    <metric name="n_clock_buffer" unit="">0</metric>
  </group>
  <group name="routing">
    <metric name="drt_drc_violations_left" unit="">0</metric>
    <metric name="drt.antenna.violating_nets" unit="">0</metric>
    <metric name="detail_route.antenna_diodes" unit="">0</metric>
    <metric name="routed_via_count_divided_by_cell_count" unit="">5.47</metric>
    <metric name="post_dr_wirelength_cell" unit="µm">15.9</metric>
    <metric name="drt_wl_total" unit="mm">6.95</metric>
    <metric name="first_iter_violations" unit="">113</metric>
    <metric name="via_count" unit="">2386</metric>
    <metric name="detail_route.first_pass.iterations" unit="">4</metric>
  </group>
  <group name="run_status">
    <metric name="run_status" unit="">finished, final reports clean</metric>
  </group>
  <group name="job">
    <metric name="openroad.warnings" unit="">34</metric>
    <metric name="max_cap_violations" unit="">0</metric>
  </group>
</metrics>
[cells in the mapped netlist, types with 3 or more instances]
cell type   n
a211oi_1    7
nor2b_1     5
nor2_1     22
ha_1       18
nor3_1      9
a21o_1      7
o211ai_1    4
xor2_1      8
a21boi_0    3
o22ai_1     8
a21oi_1    35
nand2b_1    9
nand2_1    20
and2_1      4
nand3_1     6
nand3b_1    3
buf_2       4
or3_1       4
mux2i_1     3
xnor2_1    17
o21ai_0    17
o31ai_1     3
o21a_1      9
clkbuf_1    7
buf_6       3
a22oi_1     5
a221oi_1    4
inv_1      11
[worst max-delay path: cells and delay by family]
kind / cells / cell delay (ps)
AOI/OAI and AO/OA: 3 / 610
adders and majority gates: 1 / 400
buffers and inverters: 3 / 1120
and+or+nand+nor: 8 / 2060
[worst paths after layout]
kind	startpoint	endpoint	cells past startpoint
setup / recovery	ALUControl[2]	Zero	15
hold / removal	In2[1]	ALUResult[1]	4
[report_power, final]
part           switching, mW  internal, mW
combinational         0.0703        0.0691
clock                      0             0
sequential                 0             0
total                 0.0703        0.0691
[final cells by class]
class,instances,area share (%)
inverter,11,1.59
timing repair buffer,56,21.1
multi-input combinational,273,72.7
tap,96,4.61
[routing by layer]
| metal | part of all wire, % | GRT usage [%] | routed length, µm | vias up |
|---|---|---|---|---|
| li1 | - | - | - | 1221 |
| met1 | 45 | 17.0 | 3140 | 1065 |
| met2 | 46 | 20.1 | 3180 | 92 |
| met3 | 7.6 | 2.11 | 531 | 8 |
| met4 | 1.4 | 1.18 | 96 | 0 |
| met5 | 0 | 0 | 0 | - |
[cell usage in the layout (no fill, tap or decap), drive strengths merged, types with 8 or more instances in the layout]
| cell type | synthesis | routed |
|---|---|---|
| clkdlybuf4s50 | 0 | 52 |
| a21oi | 35 | 35 |
| nor2 | 22 | 22 |
| nand2 | 20 | 20 |
| o21ai | 19 | 19 |
| ha | 18 | 18 |
| xnor2 | 17 | 17 |
| inv | 11 | 11 |
| nor3 | 9 | 9 |
| nand2b | 9 | 9 |
| o21a | 9 | 9 |
| o22ai | 9 | 9 |
| xor2 | 8 | 8 |
[cells by family after synthesis]
logic type      synth area share, %
buf+inv                        6.20
xor+xnor                       10.9
compound gates                 39.6
mux                            2.61
fa+ha+maj                      13.2
simple gates                   27.6
[through the flow]
| step | cell area (µm²) | total power, mW | std cells | setup WS [ps] | util [%] |
|---|---|---|---|---|---|
| final | 2600 | 0.139 | 436 | 2830 | 37.7 |
| after global routing | 2600 | 0.156 | 436 | 2520 | 37.7 |
| after CTS | 2600 | 0.140 | 436 | 2810 | 37.7 |
| after detailed placement | 2600 | 0.139 | 436 | 2810 | 37.7 |
| after global placement | 2600 | 0.139 | 436 | 2830 | 37.7 |
| after floorplan | 2020 | 0.0864 | 299 | 4110 | - |
Power figures rest on the tool's default switching activity, not on a simulated workload.
